**run.sh**
```bash
#!/bin/bash
# OpenROAD 26Q1-2900-gdf79404cd8, Yosys 0.63+post, stock flow scripts
make -C /OpenROAD-flow-scripts/flow DESIGN_CONFIG=/design/flow/config.mk WORK_HOME=/design/flow/orfs finish
```
**constraint.sdc**
```tcl
current_design FPDivider

set clk_period 8.0
set clk_io_pct 0.2

create_clock -name clk0 -period $clk_period [get_ports {clk}]

set non_clock_inputs [all_inputs -no_clocks]
set_input_delay [expr $clk_period * $clk_io_pct] -clock clk0 $non_clock_inputs
set_output_delay [expr $clk_period * $clk_io_pct] -clock clk0 [all_outputs]
```
**config.mk**
```make
export PLATFORM = sky130hd
export DESIGN_NAME = FPDivider
export DESIGN_NICKNAME = FPDivider
export VERILOG_FILES = /design/flow/design.v
export SDC_FILE = /design/flow/constraint.sdc
export NUM_CORES = 4
export LEC_CHECK = 1
export CORE_UTILIZATION = 50
```
**design.v**
```verilog
`timescale 1ns / 1 ps
module FPDivider(    
input clk, run,
input [31:0] x, y,
output stall,
output [31:0] z);
reg [4:0] S;
reg [23:0] R;
reg [25:0] Q;
wire sign;
wire [7:0] xe, ye;
wire [8:0] e0, e1;
wire [24:0] r0, r1, d;
wire [25:0] q0;
wire [24:0] z0, z1;
assign stall = (run & (S != 26));
assign z = ((xe == 0) ? 0 : ((ye == 0) ? {sign, 8'hFF, 23'h0} : (~e1[8] ? {sign, e1[7:0], z1[23:1]} : (~e1[7] ? {sign, 8'hFF, z0[23:1]} : 0))));
assign sign = (x[31] ^ y[31]);
assign xe = x[30:23];
assign ye = y[30:23];
assign e0 = ({1'h0, xe} - {1'h0, ye});
assign e1 = ((e0 + 126) + {8'h0, Q[25]});
assign r0 = ((S == 0) ? {2'h1, x[22:0]} : {R, 1'h0});
assign r1 = (d[24] ? 0 : d);
assign d = (r0 - {2'h1, y[22:0]});
assign q0 = ((S == 0) ? 0 : Q);
assign z0 = (Q[25] ? Q[25:1] : Q[24:0]);
assign z1 = (z0 + 1);
always @ (posedge clk) begin S <= (run ? (S + 1) : 0);
R <= r1[23:0];
Q <= {q0[24:0], ~d[24]};
end
endmodule
```
==> results.json <==
{
  "status": "complete, no violations",
  "htreeDepth": 2,
  "wl_um": 11200,
  "r2r-start": "S[0]",
  "fp_util_pct": 52.2,
  "globalplace.congestion": 0.905,
  "leakagePower_nw": 2.52,
  "cts_sinks": 55,
  "critPathMaxFanout": 15,
  "synth.area.top_cells": "dfxtp_1, ha_1, mux2_2",
  "fin_ws_ns": 0.917,
  "die-height_um": 101,
  "syn_area_per_cell_sq_um": 7.80,
  "design_area_sq_mm": 0.00607,
  "cts_setup_buffers": 0,
  "insertion_delay_ns": 0.33,
  "ys_sh_aoi_pct": 17.4,
  "rows": 35,
  "yosysChipArea_sq_mm": 0.00487,
  "cts_root_buffer": "clkbuf_8",
  "largest_area_cell": "dfxtp_1",
  "async_reset_ff_share_pct": 0,
  "vias": 4463,
  "ctsResizeCount": 0,
  "wl_per_cell_um": 13.2,
  "rrSetupSlack_ns": 3.75,
  "fin_crit_sh_pct": 88.5,
  "synthMuxAreaShare_pct": 11.7,
  "n_antenna_cell": 0,
  "finalSetupViolCount": 0,
  "cp-start-kind": "input pin",
  "hold_viol_final": 0,
  "max_freq_mhz": 141,
  "ant_nets": 0,
  "synth-main-ff-cell": "dfxtp_1",
  "ys_ff": 55,
  "timing.rr.end": "R[21]",
  "cp-end-kind": "primary output",
  "core_area_sq_mm": 0.00933,
  "num-fill-cells": 815,
  "grt_pass1_wl_um": 18900,
  "cts_tree": "yes",
  "die_w_um": 101,
  "numCtsBuffers": 5,
  "critical_path_required_ns": 6.40,
  "fin_crit_ns": 7.08,
  "synth_cell_types": 55,
  "grt_setup_unrepaired": "no",
  "area_growth_syn_to_layout_pct": 24.6,
  "grt_max_degree": 39,
  "finalSetupTns_ns": 0,
  "hold_path_depth": 2,
  "topCombFamilyByArea": "simple AND/OR/NAND/NOR gates",
  "grt_pass1_vias": 4034,
  "cts_buffer_depth": 2,
  "layout-drive-gt1-share_pct": 8.24,
  "drcViolationCount": 0,
  "die_area_sq_mm": 0.0101,
  "utilization_pct": 65.1,
  "dr.pass1.iters": 4,
  "placed_area_sq_mm": 0.00598,
  "dp_hpwl_um": 8720,
  "xor_share_pct": 7.19,
  "worst_pin_slew_ns": 0.670,
  "grt.total_usage_pct": 23.3,
  "cp_data_arrival_time_ns": 5.48,
  "netlist_area_sq_mm": 0.00487,
  "tool_warnings": 28,
  "holdCritPathClass": "flop to flop",
  "power_per_cell_area_mw_per_mm2": 187,
  "cts.clk_slew.worst_paths_ns": 0.10,
  "cts_hold_buffers": 0,
  "adder_share_pct": 11.9,
  "worstSetupPathType": "input pin to primary output",
  "ys_cells": 625,
  "worstSetupStartpoint": "x[23]",
  "slew_violations": 0,
  "viasPerCell": 5.28,
  "dp_slack_ns": 0.942,
  "max_slew_margin_pct": 54.1,
  "holdPathEnd": "Q[21]",
  "fin_worst_skew_ns": 0.0166,
  "drt_iter0_drc": 162,
  "worstHoldStart": "Q[20]",
  "synth_cells": 625,
  "ys_sh_simple_pct": 22.9,
  "edf_count": 0,
  "worst_r2r_path_depth": 13,
  "ys_seq_share_pct": 22.6,
  "ir_worst_vdd_uv": 128,
  "grt_remaining_overflow": 0,
  "io_pins": 99,
  "antenna_found_initial": 0,
  "io_buffer_count": 98,
  "top_cell_area_share_pct": 22.6,
  "yosys_warnings": 1,
  "maxCapViolCount": 0
}
## worst max path at each step
| stage | depth (start not counted) | end |
|---|---|---|
| finish | 13 | z[11] |
| global route | 14 | z[18] |
| CTS | 14 | z[18] |
## synthesized netlist by cell type (all sizes together) (3+ instances only)
cell type	count
clkbuf	15
and2	10
o21ai	24
ha	43
a21boi	3
and3	4
nor4	4
buf	5
dfxtp	55
mux2i	14
a21o	6
nor2b	30
nand4b	3
nor3	8
xnor2	18
a21oi	59
o21a	3
o211ai	6
or4	5
nand4	5
a31oi	10
xor2	22
or3	5
mux2	38
nand2b	6
nand2	58
a211oi	6
nor2	52
o31ai	6
nand3	18
inv	59
a2111oi	3
## critical path, cell delays in order
cell and delay, ns:
clkdlybuf4s50_1 0.48, inv_1 0.05, ha_1 0.26, inv_1 0.04, ha_1 0.21, fa_1 0.41
nand3_1 0.11, a21oi_1 0.08, mux2i_1 0.54, nand2_1 0.50, or4_1 0.64, o31ai_1 0.08
clkdlybuf4s50_1 0.49
## sequential cells by signal (all words and copies together) (netlist names)
| register | count |
|---|---|
| Q | 26 |
| R | 24 |
| S | 5 |
## area by class of cell
cell class | instances | area, sq um | share of cell area (%)
Sequential cell | 55 | 1100 | 18.1
Clock buffer | 5 | 68.8 | 1.13
Clock inverter | 3 | 22.5 | 0.371
Multi-Input combinational cell | 491 | 3480 | 57.3
Tap cell | 129 | 161 | 2.66
Inverter | 59 | 221 | 3.65
Timing Repair Buffer | 103 | 1020 | 16.8
## power breakdown
group	leakage (nW)	internal [mW]	switching, mW
sequential	0.447	0.330	0.0191
clock	0.0489	0.0637	0.101
combinational	2.02	0.290	0.329
total	2.52	0.684	0.449
## layout by cell type, fill, tap and decap left out, types with 2 or more instances in the layout
master            n
mux2_2           38
a311oi_1          2
nor3b_1           2
nor2_1           52
nor3_1            8
a211oi_1          6
nor4_1            4
nand2_1          58
and3_1            4
nor2b_1          30
buf_4             5
inv_1            59
fa_1              2
a21o_1            6
o21bai_1          2
ha_1             43
or3_1             5
a31oi_1          10
or4_1             5
mux2i_1          14
nand4b_1          3
inv_6             2
nand4_1           4
xor2_1           21
and2_1            9
clkdlybuf4s50_1  98
a21boi_0          3
clkbuf_8          5
o31ai_1           6
dfxtp_1          55
a21oi_1          59
nand3_1          18
o211ai_1          6
nand2b_1          5
a2111oi_4         2
a221oi_1          2
xnor2_1          18
and3b_1           2
o21a_1            3
o21ai_0          24
## routing by layer
| metal | part of all wire [%] | wire [um] | global-route usage, % | vias to the layer above |
|---|---|---|---|---|
| li1 | - | - | - | 2368 |
| met1 | 49 | 5530 | 35.1 | 1993 |
| met2 | 46 | 5130 | 38.5 | 91 |
| met3 | 3.8 | 424 | 2.47 | 11 |
| met4 | 1.0 | 114 | 1.67 | 0 |
| met5 | 0 | 0 | 0 | - |
## logic make-up after synthesis
kind of cell / after synthesis
mux: 52
flops: 55
buf+inv: 79
xor+xnor: 40
simple gates: 218
fa+ha+maj: 45
compound gates: 136
## through the flow
stage / hold slack, ns / power (mW) / instances
after CTS: 0.482 / 1.14 / 845
after floorplan: 0.432 / 0.792 / 625
after global placement: 0.454 / 0.963 / 837
after global routing: 0.509 / 1.23 / 845
after detailed placement: 0.462 / 0.970 / 837
final: 0.480 / 1.13 / 845
Power and IR drop assume default switching activity.
