--- flow/config.mk ---
export PLATFORM = sky130hd
export DESIGN_NAME = Divider
export DESIGN_NICKNAME = Divider
export VERILOG_FILES = /design/flow/design.v
export SDC_FILE = /design/flow/constraint.sdc
export NUM_CORES = 4
export LEC_CHECK = 1
export CORE_UTILIZATION = 50
--- flow/constraint.sdc ---
current_design Divider

set clk_period 21.0
set clk_io_pct 0.2

create_clock -name clk0 -period $clk_period [get_ports {clk}]

set non_clock_inputs [all_inputs -no_clocks]
set_input_delay [expr $clk_period * $clk_io_pct] -clock clk0 $non_clock_inputs
set_output_delay [expr $clk_period * $clk_io_pct] -clock clk0 [all_outputs]
--- flow/design.v ---
`timescale 1ns / 1 ps
module Divider(    
input clk, run, u,
output stall,
input [31:0] x, y,
output [31:0] quot, rem);
reg [5:0] S;
reg [63:0] RQ;
wire sign;
wire [31:0] x0, w0, w1;
assign stall = (run & (S != 33));
assign quot = (~sign ? RQ[31:0] : ((RQ[63:32] == 0) ? ( - RQ[31:0]) : (( - RQ[31:0]) - 1)));
assign rem = (~sign ? RQ[63:32] : ((RQ[63:32] == 0) ? 0 : (y - RQ[63:32])));
assign sign = (x[31] & u);
assign x0 = (sign ? ( - x) : x);
assign w0 = RQ[62:31];
assign w1 = (w0 - y);
always @ (posedge clk) begin S <= (run ? (S + 1) : 0);
RQ <= ((S == 0) ? {32'h0, x0} : {(w1[31] ? w0 : w1), RQ[30:0], ~w1[31]});
end
endmodule
--- flow/run.sh ---
#!/bin/bash
# OpenROAD 26Q1-2900-gdf79404cd8, Yosys 0.63+post, stock flow scripts
make -C /OpenROAD-flow-scripts/flow DESIGN_CONFIG=/design/flow/config.mk WORK_HOME=/design/flow/orfs finish
==> results_dict.tcl <==
# place-and-route summary
set metrics [dict create \
    switching_share_pct 42.4 \
    num_rows 47 \
    edf_count 0 \
    rsz0062_at_grt "no" \
    post_cts_buffers 0 \
    fin_area_um2 10200 \
    root_buffer "clkbuf_16" \
    reg2reg_depth 11 \
    fmax_mhz 78.7 \
    hpwl_um 18100 \
    peakVddDrop_v 0.0000545 \
    layout.area.seq_um2 1400 \
    antenna_left 0 \
    cts_max_level 3 \
    synth_warnings 1 \
    die_x_um 133 \
    drc 0 \
    io_pins 132 \
    min_from "RQ[59]" \
    startpoint_type "input port" \
    drt_pass1_iterations 5 \
    hold_end "RQ[60]" \
    tritoncts "yes" \
    antennaDiodeCount 0 \
    mi_logic_area_um2 6530 \
    p_per_area_nw_per_um2 98.5 \
    overflow 0 \
    skew_ns 0.00751 \
    hold_path.class "register to register" \
    met1_usage_pct 43.4 \
    core_um2 16600 \
    layout-drive-gt1-share_pct 5.29 \
    setup_viol 0 \
    p_int_uw 581 \
    die_h_um 133 \
    vias_per_cell 5.74 \
    num_vias 8534 \
    clk_path_buf_depth 2 \
    slew_violations 0 \
    setup_tns_ns 0 \
    fill_cells 1525 \
    routedWlPerCell_um 16.0 \
    syn2layout_area_growth_pct 19.5 \
    slew_headroom_pct 43.5 \
    finalClockPeriodUsage_pct 60.5 \
    grt.busiest_layer "met1" \
    cts.reportedPaths.clkPinSlew_ns 0.06 \
    ys_area_um2 8570 \
    p_seq_share_pct 22.8 \
    path_class "input port to output pin" \
    initCoreUtil_pct 51.5 \
    chipArea_um2 17700 \
    post-route-min-period_ns 12.70 \
    comb_power_share_pct 60.1 \
    leakage_uw 0.00413 \
    setup_ws_ns 8.30 \
    use_met2_pct 40.9 \
    grt_pass1_vias 7598 \
    syn_area_um2 8570 \
    ys_cells 1166 \
    p_switching_uw 427 \
    grtUsageMet3_pct 3.87 \
    gp_congestion 0.922 \
    warning_count 29 \
    hold_viol 0 \
    grt_pass1_wl_um 38600 \
    cts_resized 0 \
    cts_buffers 9 \
    synthFlopType "dfxtp_1" \
    synth_area_per_cell_um2 7.35 \
    cp-end-kind "output pin" \
    synthCells 1166 \
    final_cells 1487 \
    drtIter0Drc 702 \
    grt_max_degree 55 \
    clock-sinks 70 \
    rr_endpoint "RQ[32]" \
    rrSetupSlack_ns 17.27 \
    finalWirelength_um 23700 \
    tightest_slew_ns 0.826 \
    whs_path_depth 2 \
    max_cap_violations 0 \
    clockPowerShare_pct 17.1 \
    synth_flops 70 \
    status "finished, final reports clean" \
    track_usage_pct 27.3 \
    async_flop_share_pct 0 \
    insertion_delay_ns 0.34 \
    finalPower_uw 1010 \
    dp.cells 1471 \
    cts_hold_buf 0 \
    place_ws_ns 8.41 \
    synth-seq-area-share_pct 16.4 \
    arrival_ns 8.50 \
    cp.required_ns 16.80 \
    place_area_um2 9920 \
    antenna_found_initial 0 \
    r2r_start "RQ[47]" \
    synth_cell_types 92 \
    io_buffers 131 \
    cp_max_fo 4 \
]
## cell usage in the layout (no fill, tap or decap), types with 7 or more instances in the layout
master             n
o21bai_1          10
or3_1             10
a211oi_1           8
or4_1             10
a31oi_1           13
a21oi_1           73
o31ai_1           14
nand2_1           98
nor4_1            19
nand3_1           21
ha_1              68
clkbuf_16          9
clkdlybuf4s50_1  131
nor3_1            30
mux2i_1           29
nand4_1           12
xnor2_1           71
or2_2              7
buf_4              9
o21a_1            11
dfxtp_1           70
and3_1            11
nand2b_1          14
a21o_1            23
nor2_1           102
o22ai_1           23
o41ai_1            7
xor2_1            57
o21ai_0           94
inv_1             90
## per-layer routing
metal  vias up  wire (um)
met5         -          0
met4         0        150
met3        11       1370
met2       239      10200
met1      3862      12000
li1       4422          -
## registers in the layout, summed over array words and instances, names as in the netlist
register and cells:
RQ 64, S 6
## synth_stat cells, types with 6 or more instances
cell,count,area [um2]
o41ai_1,7,61.3
nand4_1,12,75.1
or3_1,10,62.6
or4_1,10,75.1
o21ai_0,94,470
nor4_1,19,119
and3_1,11,68.8
nand2b_1,14,87.6
nand3_1,21,105
inv_1,90,338
o22ai_1,23,144
mux2i_1,29,290
or2_2,7,43.8
o21bai_1,10,75.1
nor3_1,30,150
nor2_1,102,383
o31ai_1,14,105
nand2_1,98,368
ha_1,68,851
o21a_1,11,82.6
xor2_1,57,499
xnor2_1,71,622
a21o_1,23,173
a211oi_1,8,60.1
o211ai_1,6,45.0
a21oi_1,73,365
a31oi_1,13,81.3
and2_1,7,43.8
clkbuf_1,39,146
dfxtp_1,70,1400
## power by group through the flow
| stage | logic (uW) | registers (uW) | clock network [uW] |
|---|---|---|---|
| final | 606 | 230 | 172 |
| after global routing | 677 | 236 | 180 |
| after CTS | 606 | 228 | 176 |
## stage by stage
stage	utilization [%]	hold slack, ns
after global placement	59.6	0.471
after global routing	61.5	0.528
after detailed placement	59.6	0.486
after floorplan	-	0.445
final	61.5	0.489
after CTS	61.5	0.491
## cell type report
| class | instances | share of cell area [%] |
|---|---|---|
| clock buffer | 9 | 2.20 |
| clock inverter | 7 | 0.953 |
| inverter | 90 | 3.30 |
| multi-input combinational | 951 | 63.7 |
| sequential | 70 | 13.7 |
| tap | 220 | 2.69 |
| timing repair buffer | 140 | 13.5 |
## critical path, stage by stage
cell	delay, ns
clkdlybuf4s50_1	0.45
inv_1	0.08
ha_1	0.15
inv_1	0.05
fa_1	0.41
a211oi_1	0.31
nor3_1	0.14
o31ai_1	0.63
o211ai_1	0.20
a221oi_1	0.67
o31ai_1	0.23
o21ai_0	0.27
xor2_1	0.10
o22ai_1	0.11
clkdlybuf4s50_1	0.49
## how the worst max path moves through the flow
| stage | from | endpoint | slack, ns |
|---|---|---|---|
| 6_report | y[0] | rem[30] | 8.30 |
| 4_1_cts | y[0] | rem[30] | 8.37 |
| 5_1_grt | y[0] | rem[30] | 8.00 |
## cells by family (layout without fill, tap and decap cells)
family,after synthesis,after routing,synth area share (%)
buf+inv,145,246,7.53
mux,33,33,3.91
compound gates,338,338,25.7
xor+xnor,128,128,13.1
simple gates,382,382,23.1
flops,70,70,16.4
fa+ha+maj,70,70,10.4
Power figures rest on the tool's default switching activity, not on a simulated workload.
