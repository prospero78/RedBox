## flow/run.sh

```bash
#!/bin/bash
# OpenROAD 26Q1-2900-gdf79404cd8, Yosys 0.63+post, stock flow scripts
make -C /OpenROAD-flow-scripts/flow DESIGN_CONFIG=/design/flow/config.mk WORK_HOME=/design/flow/orfs finish
```

## flow/config.mk

```make
export PLATFORM = sky130hd
export DESIGN_NAME = FPAdder
export DESIGN_NICKNAME = FPAdder
export VERILOG_FILES = /design/flow/design.v
export SDC_FILE = /design/flow/constraint.sdc
export NUM_CORES = 4
export LEC_CHECK = 1
export CORE_UTILIZATION = 50
```

## flow/constraint.sdc

```tcl
current_design FPAdder

set clk_period 12.5
set clk_io_pct 0.2

create_clock -name clk0 -period $clk_period [get_ports {clk}]

set non_clock_inputs [all_inputs -no_clocks]
set_input_delay [expr $clk_period * $clk_io_pct] -clock clk0 $non_clock_inputs
set_output_delay [expr $clk_period * $clk_io_pct] -clock clk0 [all_outputs]
```

## flow/design.v

```verilog
`timescale 1ns / 1 ps
module FPAdder(    
input clk, run, u, v,
input [31:0] x, y,
output stall,
output [31:0] z);
reg [1:0] State;
reg [24:0] x3, y3, t3;
reg [26:0] Sum;
wire xs, ys, xn, yn;
wire [8:0] xe, ye;
wire [24:0] xm, ym;
wire [8:0] dx, dy, e0, e1;
wire [8:0] sx, sy;
wire [1:0] sx0, sx1, sy0, sy1;
wire sxh, syh;
wire [24:0] x0, x1, x2, y0, y1, y2;
wire [26:0] s;
wire z24, z22, z20, z18, z16, z14, z12, z10, z8, z6, z4, z2;
wire [4:0] sc;
wire [1:0] sc0, sc1;
wire [24:0] t1, t2;
assign stall = (run & (State != 3));
assign z = (v ? {{7{Sum[26]}}, Sum[25:1]} : (xn ? ((u | yn) ? 0 : y) : (yn ? x : (((t3 == 0) | e1[8]) ? 0 : {Sum[26], e1[7:0], t3[23:1]}))));
assign xs = x[31];
assign ys = y[31];
assign xn = (x[30:0] == 0);
assign yn = (y[30:0] == 0);
assign xe = (u ? 9'h96 : {1'h0, x[30:23]});
assign ye = {1'h0, y[30:23]};
assign xm = {(~u | x[23]), x[22:0], 1'h0};
assign ym = {(~u & ~v), y[22:0], 1'h0};
assign dx = (xe - ye);
assign dy = (ye - xe);
assign e0 = (dx[8] ? ye : xe);
assign e1 = ((e0 - {4'h0, sc}) + 1);
assign sx = (dy[8] ? 0 : dy);
assign sy = (dx[8] ? 0 : dx);
assign sx0 = sx[1:0];
assign sx1 = sx[3:2];
assign sy0 = sy[1:0];
assign sy1 = sy[3:2];
assign sxh = ((sx[7] | sx[6]) | sx[5]);
assign syh = ((sy[7] | sy[6]) | sy[5]);
assign x0 = ((xs & ~u) ? ( - xm) : xm);
assign x1 = ((sx0 == 3) ? {{3{xs}}, x0[24:3]} : ((sx0 == 2) ? {{2{xs}}, x0[24:2]} : ((sx0 == 1) ? {xs, x0[24:1]} : x0)));
assign x2 = ((sx1 == 3) ? {{12{xs}}, x1[24:12]} : ((sx1 == 2) ? {{8{xs}}, x1[24:8]} : ((sx1 == 1) ? {{4{xs}}, x1[24:4]} : x1)));
assign y0 = ((ys & ~u) ? ( - ym) : ym);
assign y1 = ((sy0 == 3) ? {{3{ys}}, y0[24:3]} : ((sy0 == 2) ? {{2{ys}}, y0[24:2]} : ((sy0 == 1) ? {ys, y0[24:1]} : y0)));
assign y2 = ((sy1 == 3) ? {{12{ys}}, y1[24:12]} : ((sy1 == 2) ? {{8{ys}}, y1[24:8]} : ((sy1 == 1) ? {{4{ys}}, y1[24:4]} : y1)));
assign s = ((Sum[26] ? ( - Sum) : Sum) + 1);
assign z24 = (~s[25] & ~s[24]);
assign z22 = ((z24 & ~s[23]) & ~s[22]);
assign z20 = ((z22 & ~s[21]) & ~s[20]);
assign z18 = ((z20 & ~s[19]) & ~s[18]);
assign z16 = ((z18 & ~s[17]) & ~s[16]);
assign z14 = ((z16 & ~s[15]) & ~s[14]);
assign z12 = ((z14 & ~s[13]) & ~s[12]);
assign z10 = ((z12 & ~s[11]) & ~s[10]);
assign z8 = ((z10 & ~s[9]) & ~s[8]);
assign z6 = ((z8 & ~s[7]) & ~s[6]);
assign z4 = ((z6 & ~s[5]) & ~s[4]);
assign z2 = ((z4 & ~s[3]) & ~s[2]);
assign sc = {z10, ((z18 & (((((((s[17] | s[16]) | s[15]) | s[14]) | s[13]) | s[12]) | s[11]) | s[10])) | z2), (((z22 & (((s[21] | s[20]) | s[19]) | s[18])) | (z14 & (((s[13] | s[12]) | s[11]) | s[10]))) | (z6 & (((s[5] | s[4]) | s[3]) | s[2]))), ((((((z24 & (s[23] | s[22])) | (z20 & (s[19] | s[18]))) | (z16 & (s[15] | s[14]))) | (z12 & (s[11] | s[10]))) | (z8 & (s[7] | s[6]))) | (z4 & (s[3] | s[2]))), (((((((((((((~s[25] & s[24]) | ((z24 & ~s[23]) & s[22])) | ((z24 & ~s[23]) & s[22])) | ((z22 & ~s[21]) & s[20])) | ((z20 & ~s[19]) & s[18])) | ((z18 & ~s[17]) & s[16])) | ((z16 & ~s[15]) & s[14])) | ((z14 & ~s[13]) & s[12])) | ((z12 & ~s[11]) & s[10])) | ((z10 & ~s[9]) & s[8])) | ((z8 & ~s[7]) & s[6])) | ((z6 & ~s[5]) & s[4])) | ((z4 & ~s[3]) & s[2]))};
assign sc0 = sc[1:0];
assign sc1 = sc[3:2];
assign t1 = ((sc0 == 3) ? {s[22:1], 3'h0} : ((sc0 == 2) ? {s[23:1], 2'h0} : ((sc0 == 1) ? {s[24:1], 1'h0} : s[25:1])));
assign t2 = ((sc1 == 3) ? {t1[12:0], 12'h0} : ((sc1 == 2) ? {t1[16:0], 8'h0} : ((sc1 == 1) ? {t1[20:0], 4'h0} : t1)));
always @ (posedge clk) begin State <= (run ? (State + 1) : 0);
x3 <= (sxh ? {25{xs}} : (sx[4] ? {{16{xs}}, x2[24:16]} : x2));
y3 <= (syh ? {25{ys}} : (sy[4] ? {{16{ys}}, y2[24:16]} : y2));
t3 <= (sc[4] ? {t2[8:0], 16'h0} : t2);
Sum <= ({xs, xs, x3} + {ys, ys, y3});
end
endmodule
```

==> out/qor.yml <==
status: "completed"
power_density_nw_per_um2: 256.8
relSlewSlack: 0.3735
slowest_stage: "clkdlybuf4s50_1"
final_layout_top_logic_cell: "nor2_1"
reg2reg_depth: 19
fillers: 2458
grt_pass1_vias: 13086
regArea_sq_um: 2082
dr.pass1.iters: 7
syn2layout_area_growth_pct: 10.99
drc: 0
final-setup-viol-count: 0
fp_util: 0.5085
r2r_end: "t3[23]$_DFF_P_"
vias_per_cell: 6.616
regToRegStartpoint: "Sum[0]$_DFF_P_"
clock_sinks: 104
edf_count: 0
yosys-stat-area_sq_um: 13210
worst_hold_startpoint: "State[0]$_SDFF_PN0_"
path_common_cell: "a21oi_1"
top_logic_kind: "AND-OR/OR-AND gates"
hold_class: "reg -> reg"
grtUsageTotal: 0.3911
crit_start: "u"
place.gp.congestion: 1.057
yosys_most_used_dff: "dfxtp_1"
warning_count: 34
synthXorXnorAreaFrac: 0.09403
synthAoiAreaFrac: 0.3552
postCtsSetupBuffers: 0
maxCapViolCount: 0
power.leakage_nw: 5.605
finClkSkew_ns: 0.01017
setup_tns_ns: 0
critical_path.max_fanout: 14
clk_pin_slew_ns: 0.08
antenna_found_initial: 1
yosysWarnings: 1
cts_repair_resize_count: 0
coreArea_sq_um: 25980
slew_viol_final: 0
drt_wl_total_um: 52510
ys_seq_frac: 0.1576
synthMuxAreaShare: 0.02945
critPathArrivalTime_ns: 9.30
fmax_ghz: 0.08473
layout-drive-gt1-share: 0.06522
required_ns: 10.00
hold_viol: 0
grt_pass1_wl_um: 78850
start_kind: "input port"
io_buffers: 100
wl_per_cell_um: 23.15
ctsHoldBuffers: 0
ys_types: 105
top_area_cell: "dfxtp_1"
synthCells: 1900
htree_num_levels: 3
overflow: 0
min_to: "State[0]$_SDFF_PN0_"
synth-cells-yosys: 1900
cts_tree: "yes"
synth_area_sq_um: 13210
mi_logic_area_sq_um: 10330
min_path_cells: 1
cts_buffers: 9
place_hpwl_um: 41610
async_flop_share: 0
drtIter0Drc: 1795
ant_nets: 0
netlist.area_leader.share: 0.1576
cts_root_buf: "clkbuf_16"
critPathKind: "in -> out"
vias: 15004
max_stage_delay_ns: 0.81
p_total_mw: 3.767
period_needed_ns: 11.80
chip_area_sq_um: 27080
area_leaders: "dfxtp_1 16%, o21ai_0 6.9%, a21oi_1 6.5%"
worst_slew_pin_slew_ns: 0.9317
fp.dieW_um: 164.6
r2r_slack_ns: 5.76
lay_top_cells: "213 x nor2_1, 182 x o21ai_0, 180 x nand2_1"
end_kind: "primary output"
vdd_drop_max_uv: 260.5
die_h_um: 164.6
num_rows: 59
period_used_share: 0.9441
synth.avg_cell_area_sq_um: 6.955
grt_max_degree: 73
clk_latency_ns: 0.36
ys_sh_simple: 0.2398
ios: 101
adder_share: 0.06193
synth_flops: 104
clockBufferDepth: 2
grt_setup_unrepaired: "no"
cell families (layout without fill, tap and decap cells):
group                      count (synthesis)  after routing
and+or+nand+nor                          662            662
DFF                                      104            104
muxes                                     37             37
AOI/OAI and AO/OA                        704            704
buffers and inverters                    189            221
xor gates and xnor gates                 141            141
other                                      0              1
adders and majority gates                 63             63
report_power, final:
group | internal, mW | switching (mW)
logic | 1.05 | 1.76
clock network | 0.143 | 0.143
registers | 0.497 | 0.176
worst max-delay path by stage:
stage / to / slack, ns / cells after the start
after CTS: z[23] / 0.85 / 30
final: z[23] / 0.70 / 30
after global routing: z[23] / 0.24 / 30
metrics by stage:
stage	util	setup slack, ns	area, sq um	cells	hold slack [ns]
floorplan	-	1.717	13210	1900	0.3984
global placement	0.5524	0.9779	14360	2251	0.4089
detailed placement	0.5524	0.9132	14360	2251	0.4207
CTS	0.5643	0.8489	14660	2267	0.4331
global route	0.5643	0.2395	14660	2267	0.4494
finish	0.5644	0.6984	14670	2268	0.4325
flip-flops by register name, summed over array words and instances (netlist names):
signal / count
Sum: 27
t3: 25
x3: 25
y3: 25
State: 2
worst max-delay path: cells and delay by family:
family                   cells  cell delay [ns]
AND/OR/NAND/NOR              6             0.67
AND-OR/OR-AND               14             2.79
buffers and inverters        5             2.20
XOR/XNOR                     1             0.08
adder cells (fa/ha/maj)      4             1.06
per-layer routing:
metal,share of wire,up-vias,global-route usage
li1,-,7087,-
met1,0.42,6957,0.5732
met2,0.44,855,0.5921
met3,0.10,103,0.06402
met4,0.035,2,0.1172
met5,0.0010,-,0
synthesized netlist by cell type, types with 31 or more instances:
cell	count
a21oi_1	172
a22oi_1	49
clkbuf_1	87
dfxtp_1	104
ha_1	59
inv_1	64
mux2i_1	31
nand2_1	180
nor2_1	214
nor3_1	59
o21ai_0	182
xnor2_1	79
xor2_1	61
area by class of cell:
type | instances | area share
diodes | 1 | 0.0001706
flip-flops and latches | 104 | 0.1420
repair buffers | 135 | 0.08582
multi-input cells | 1607 | 0.7042
clock buffers | 9 | 0.01536
inverters | 70 | 0.01817
well taps | 335 | 0.02858
clock inverters | 7 | 0.005716
